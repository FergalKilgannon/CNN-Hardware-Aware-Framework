[design/flow/run.sh]
#!/bin/bash
# OpenROAD 26Q1-2900-gdf79404cd8, Yosys 0.63+post, stock flow scripts
make -C /OpenROAD-flow-scripts/flow DESIGN_CONFIG=/design/flow/config.mk WORK_HOME=/design/flow/orfs finish
[design/flow/config.mk]
export PLATFORM = sky130hd
export DESIGN_NAME = digital_MAC
export DESIGN_NICKNAME = digital_MAC
export VERILOG_FILES = /design/flow/design.v
export SDC_FILE = /design/flow/constraint.sdc
export NUM_CORES = 4
export LEC_CHECK = 1
export CORE_UTILIZATION = 50
[design/flow/constraint.sdc]
current_design digital_MAC

set clk_period 6.7
set clk_io_pct 0.2

create_clock -name clk0 -period $clk_period [get_ports {clock}]

set non_clock_inputs [all_inputs -no_clocks]
set_input_delay [expr $clk_period * $clk_io_pct] -clock clk0 $non_clock_inputs
set_output_delay [expr $clk_period * $clk_io_pct] -clock clk0 [all_outputs]
[design/flow/design.v]
`timescale 1ns / 1ps
module digital_MAC(
	input clock,
  	input signed [7:0] data_in,
  	input signed [7:0] weight_in,
	input reset,
  	input enable,
  	output reg signed [16:0] data_out
	);
  	always @ (posedge clock)
    	if (reset)
			data_out <= 1'b0;
		else
      		data_out <= enable ? data_out + (data_in * weight_in): data_out;
endmodule
==> metrics.csv <==
stage,metric,value,unit
clocking,CTS buffer count,3,
floorplanning,row count,31,
placed_design,DP Area,0.004214,mm2
critical_path,"slowest stage cell, crit path",clkdlybuf4s50_1,
cells_and_area,biggest regs,data_out (17),
power,Int Pwr,1.089,mW
power,NetSw,1.110,mW
synth,Logic family by area,adder cells,
drt,ant diodes,0,
cells_and_area,layout cell share with drive strength beyond 1,0.02824,
timing,Final TNS setup,0,ns
floorplanning,FP Core Util,0.5151,
critical_path,crit path DAT,6.40,ns
synth,"Avg Cell Area, Syn",9.604,um2
global_routing,largest net degree at the start of global routing,32,
job,MaxCap Viol Count,0,
synth,post-synthesis cell area,0.003736,mm2
drt,Post-DRT Antenna Nets,0,
placed_design,Post-Place Cells,520,
critical_path,startpoint types,input port,
critical_path,CP Cell Sequence,"clkdlybuf4s50_1, and2_1, inv_1, fa_1, inv_1, fa_1, fa_1, fa_1, fa_1, ha_1, o21a_1, a2111oi_2, o21ai_0, a31oi_1, or4b_1, o311ai_0",
synth,Yosys warning total,1,
clocking,"CTS clk-pin slew, worst paths",0.06,ns
cells_and_area,synthesis-to-layout area growth,14.00,%
placed_design,routability cong.,0.8495,
placed_design,IO Port Bufs,35,
critical_path,Critical Path RT,6.82,ns
floorplanning,chip area,0.007822,mm2
drt,Via Count,2625,
synth,MUX share of area,0.02679,
critical_path,most frequent CP cell,fa_1,
critical_path,CP Capture Type,flip-flop,
drt,remaining routing DRC violations,0,
synth,Yosys top cell by area,fa_1,
floorplanning,Die Ht,88.44,um
timing,RSZ-0062 raised after global routing,no,
synth,Async SR Flop Fraction,0,
synth,chip area in the Yosys report,0.003736,mm2
timing,final worst slack,0.4174,ns
synth,yosys adder share,0.5378,
power,Clock power frac,0.034,
timing,Slew @ Worst Pin,0.3888,ns
power,Max VDD drop,493.9,uV
clocking,Setup Buffers After CTS,0,
power,Comb pwr share,0.888,
critical_path,Setup CP Type,input port to flip-flop,
status,status,"finished, final reports clean",
synth,Syn Inst Count,389,
synth,Max-area cell share,0.4072,
synth,Post-Synth XOR/XNOR Area,0.03048,
clocking,CTS max path bufs,2,
synth,"EDFF count, synth",0,
timing,fin crit period,6.283,ns
critical_path,CP peak stage delay,0.62,ns
timing,setup violators final,0,
power,sequential share of power,0.078,
power,Lkg Pwr,2.128,nW
timing,max-slew violations,0,
global_routing,antenna violations before repair,0,
job,OpenROAD warnings,26,
placed_design,Place WS,0.2257,ns
drt,DR vias/cell,5.010,
floorplanning,IO Pins,36,
synth,"FF+latch count, synth",17,
global_routing,first-pass GRT wire length,11990,um
floorplanning,die x size,88.44,um
clocking,CTS H-tree depth,1,
global_routing,Overall Global Routing Usage,0.2099,
cells_and_area,Non-Filler Instances,524,
synth,library cells used by synthesis,35,
timing,final clock skew,0.003419,ns
timing,fin crit share,0.9377,
synth,"Seq share, synth",0.09109,
min_path,Hold WC Path Type,flip-flop to flip-flop,
critical_path,Critical path buffers and inverters,3,
power,Pwr Density,516.3,mW/mm2
placed_design,Detailed Place HPWL,6287,um
drt,WL per Instance,13.26,um
synth,Synth Flop Type,dfxtp_1,
clocking,Root Driver,clkbuf_8,
cells_and_area,FILL cells,661,
clocking,CTS tree,done,
clocking,Insertion Delay late pin,0.25,ns
clocking,cts repair resizes,0,
critical_path,CP max FO,8,
global_routing,GRT overflow,0,
clocking,Sink Count,17,
cells_and_area,Biggest register,data_out,
drt,DRT iter0 DRCs,90,
cells_and_area,max reg flops,17,
clocking,CTS Hold Bufs,0,
synth,top cells by area,"fa_1 41%, ha_1 13%, dfxtp_1 9.1%",
global_routing,vias in the first global route,2641,
synth,Synth Area in Simple Gates,0.1460,
timing,normalized max-slew margin,0.7381,
critical_path,Top delay family on crit path,adder cells,
timing,Fmax,0.1592,GHz
cells_and_area,cell area after layout,0.004259,mm2
drt,final wirelength,6949,um
synth,ys cells,389,
power,Sw Share,0.5047,
timing,Fin. Hold Viols,0,
drt,1st-pass router iterations,20,
synth,ao+oa area frac,0.07937,
floorplanning,core box area,0.007253,mm2
==> synthesized netlist by cell type, types with 2 or more instances <==
master and count:
a211o_1 4, inv_1 79, clkbuf_1 5, nor2_1 22, buf_1 2, nor3b_1 6, a211oi_1 3, nand3_1 2
nor4b_1 3, o21ai_0 9, and2_1 30, nand2b_1 2, o21a_1 4, nand2_1 34, fa_1 76, dfxtp_1 17
ha_1 39, a21o_1 6, a21oi_1 9, mux2i_1 10, xnor2_1 13
==> cells by family (layout without fill, tap and decap cells) <==
logic type               count (synthesis)  after routing
adder cells (fa/ha/maj)                115            115
AND/OR/NAND/NOR                        106            106
buffers and inverters                   87            123
multiplexers                            10             10
flip-flops                              17             17
AND-OR/OR-AND                           41             41
XOR/XNOR                                13             13
==> per-layer routing <==
layer / wire [um] / GRT usage
met1: 3028 / 0.3198
met2: 3616 / 0.3559
met3: 280 / 0.03027
met4: 23 / 0.01173
met5: 0 / 0
==> metrics by stage <==
step | util | hold WS (ns) | power [mW]
floorplan | - | 0.4604 | 1.708
global placement | 0.5810 | 0.5116 | 2.147
detailed placement | 0.5810 | 0.5156 | 2.159
CTS | 0.5872 | 0.5259 | 2.253
global route | 0.5872 | 0.5547 | 2.502
finish | 0.5872 | 0.5213 | 2.199
==> worst min-delay path: stages, from the launching register on <==
cell and delay [ns]:
dfxtp_1 0.33, nor2_1 0.09, a211oi_1 0.05
==> path summary, 6_finish.rpt <==
path                 from            to  slack, ns  cells after the start
max          weight_in[0]  data_out[16]       0.42                     16
min           data_out[6]   data_out[6]       0.52                      2
max reg2reg   data_out[6]  data_out[16]       1.83                     16
min reg2reg   data_out[6]   data_out[6]       0.52                      2
==> cell type report <==
type                            count  area (um2)  area share
Timing Repair Buffer               40       387.9     0.09107
Sequential cell                    17       340.3     0.07991
Inverter                           79       296.5     0.06962
Clock buffer                        4       45.04     0.01058
Tap cell                           99       123.9     0.02908
Multi-Input combinational cell    285        3065      0.7197
==> power by group through the flow <==
stage | registers [mW] | logic, mW | clock network (mW)
6_report | 0.171 | 1.95 | 0.0750
4_1_cts | 0.174 | 2.00 | 0.0793
5_1_grt | 0.177 | 2.24 | 0.0832
==> placed cells by master (no fill, tap or decap), drive strengths merged, types with 7 or more instances in the layout <==
cell type,netlist,routed
inv,79,79
clkdlybuf4s50,0,35
a21oi,9,9
o21ai,9,9
nand2,34,34
ha,39,39
xnor2,13,13
and2,30,30
dfxtp,17,17
fa,76,76
nor2,22,22
mux2i,10,10
a21o,7,7
Power is estimated from default activity; no workload was simulated.
